===== flow/design.v =====
module mig_controller(
    input                   sys_clk,
    input                   rst,
    input                   calib_done,
    output reg              ib_re,
    input       [256 - 1:0] ib_data,
    input       [7 - 1:0]   ib_count,
    input                   ib_valid,
    input                   ib_empty,
    output reg              ob_we,
    output reg  [128 - 1:0] ob_data,
    output      [7 - 1:0]   ob_count,
    output                  ob_full,
    input                   app_rdy,
    output reg              app_en,
    output reg  [3 - 1:0]   app_cmd,
    output reg  [30 - 1:0]  app_addr,
    input       [256 - 1:0] app_rd_data,
    input                   app_rd_data_end,
    input                   app_rd_data_valid,
    input                   app_wdf_rdy,
    output reg              app_wdf_wren,
    output reg  [256 - 1:0] app_wdf_data,
    output reg              app_wdf_end,
    output reg  [32 - 1:0]  app_wdf_mask
);
localparam  OUT_FIFO_SIZE   = 128;
localparam  DRAM_READ       = 3'b001,
            DRAM_WRITE      = 3'b000;
localparam  s_idle          = 2'b00,
            s_read          = 2'b01,
            s_decode        = 2'b11,
            s_cmd           = 2'b10;
reg     [2 - 1:0]   state;
reg     [256 - 1:0] ib_data_buf;
wire                is_dram;
wire                is_read;
wire    [26 - 1:0]  dram_addr;
wire    [128 - 1:0] dram_wr_data;
reg                 prev_valid; 
reg     [26 - 1:0]  prev_dram_rd_addr;
reg     [256 - 1:0] prev_dram_rd_data;
wire                skip_read;
assign skip_read = (state == s_decode) && (is_dram == 1'b1) && (is_read == 1'b1) && (prev_valid == 1'b1) && (dram_addr[26 - 1:1] == prev_dram_rd_addr[26 - 1:1]);
always @(posedge sys_clk) begin
    if(rst) begin
        ib_data_buf <= 256'b0;
    end
    else if(ib_valid) begin
        ib_data_buf <= ib_data;
    end
end
assign {is_dram, is_read, dram_addr, dram_wr_data} = ib_data_buf[156 - 1:0];
always @(posedge sys_clk) begin
    if(rst) begin
        state <= s_idle;
        ib_re <= 1'b0;
        app_en <= 1'b0;
        app_cmd <= 3'b0;
        app_addr <= 30'b0;
        app_wdf_wren <= 1'b0;
        app_wdf_data <= 256'b0;
        app_wdf_end <= 1'b0;
        app_wdf_mask <= 32'b0;
    end
    else begin
        case(state)
            s_idle: begin
                if((calib_done == 1'b1) && (!ib_empty)) begin
                    state <= s_read;
                    ib_re <= 1'b1;
                end
                else begin
                    ib_re <= 1'b0;
                end
                app_en <= 1'b0;
                app_cmd <= 3'b0;
                app_addr <= 30'b0;
                app_wdf_wren <= 1'b0;
                app_wdf_data <= 256'b0;
                app_wdf_end <= 1'b0;
                app_wdf_mask <= 32'b0;
            end
            s_read: begin
                ib_re <= 1'b0;
                if(ib_valid == 1'b1) begin
                    state <= s_decode;
                end
                app_en <= 1'b0;
                app_cmd <= 3'b0;
                app_addr <= 30'b0;
                app_wdf_wren <= 1'b0;
                app_wdf_data <= 256'b0;
                app_wdf_end <= 1'b0;
                app_wdf_mask <= 32'b0;
            end
            s_decode: begin
                ib_re <= 1'b0;
                if(is_dram == 1'b1) begin
                    if(is_read == 1'b1) begin
                        app_cmd <= DRAM_READ;
                        app_addr <= {1'b0, dram_addr[26 - 1:1], 3'b0};   
                        app_wdf_wren <= 1'b0;
                        app_wdf_data <= 256'b0;
                        app_wdf_end <= 1'b0;
                        app_wdf_mask <= 32'b0;
                        if(ob_count < (OUT_FIFO_SIZE - 2)) begin
                            if((prev_valid == 1'b1) && (dram_addr[26 - 1:1] == prev_dram_rd_addr[26 - 1:1])) begin
                                state <= s_idle;
                                app_en <= 1'b0;
                            end
                            else begin
                                state <= s_cmd;
                                app_en <= 1'b1;
                            end
                        end
                        else begin
                            app_en <= 1'b0;
                        end
                    end
                    else begin
                        app_cmd <= DRAM_WRITE;
                        app_addr <= {1'b0, dram_addr[26 - 1:1], 3'b0};   
                        app_wdf_wren <= 1'b1;
                        app_wdf_data <= (dram_addr[0] == 1'b1) ? {dram_wr_data, 128'b0} : {128'b0, dram_wr_data};
                        app_wdf_end <= 1'b1;
                        app_wdf_mask <= (dram_addr[0] == 1'b1) ? {{16{1'b0}}, {16{1'b1}}} : {{16{1'b1}}, {16{1'b0}}};
                        if(app_wdf_rdy == 1'b1) begin
                            state <= s_cmd;
                            app_en <= 1'b1;
                        end
                        else begin
                            app_en <= 1'b0;
                        end
                    end
                end
                else begin
                    state <= s_idle;
                    ib_re <= 1'b0;
                    app_en <= 1'b0;
                    app_cmd <= 3'b0;
                    app_addr <= 30'b0;
                    app_wdf_wren <= 1'b0;
                    app_wdf_data <= 256'b0;
                    app_wdf_end <= 1'b0;
                    app_wdf_mask <= 32'b0;
                end
            end
            s_cmd: begin
                ib_re <= 1'b0;
                if(is_read == 1'b1) begin
                    app_wdf_wren <= 1'b0;
                    app_wdf_data <= 256'b0;
                    app_wdf_end <= 1'b0;
                    app_wdf_mask <= 32'b0;
                    if(app_rdy == 1'b1) begin
                        state <= s_idle;
                        app_en <= 1'b0;
                        app_cmd <= 3'b0;
                        app_addr <= 30'b0;
                    end
                    else begin
                        app_en <= 1'b1;
                        app_cmd <= app_cmd;
                        app_addr <= app_addr;
                    end
                end
                else begin
                    app_wdf_wren <= 1'b0;
                    app_wdf_end <= 1'b0;
                    if(app_rdy == 1'b1) begin
                        state <= s_idle;
                        app_en <= 1'b0;
                        app_cmd <= 3'b0;
                        app_addr <= 30'b0;
                        app_wdf_data <= 256'b0;
                        app_wdf_mask <= 32'b0;
                    end
                    else begin
                        app_en <= 1'b1;
                        app_cmd <= app_cmd;
                        app_addr <= app_addr;
                        app_wdf_data <= app_wdf_data;
                        app_wdf_mask <= app_wdf_mask;
                    end
                end
            end
        endcase
    end
end
always @(posedge sys_clk) begin
    if(rst) begin
        prev_valid <= 1'b0;
        prev_dram_rd_addr <= 26'b0;
        prev_dram_rd_data <= 256'b0;
    end
    else if(app_rd_data_valid) begin
        prev_valid <= 1'b1;
        prev_dram_rd_addr <= dram_addr;
        prev_dram_rd_data <= app_rd_data;
    end
end
always @(posedge sys_clk) begin
    if(rst) begin
        ob_we <= 1'b0;
        ob_data <= 128'b0;
    end
    else begin
        if(app_rd_data_valid == 1'b1) begin
            ob_we <= 1'b1;
            ob_data <= (dram_addr[0] == 1'b1) ? app_rd_data[256 - 1 -: 128] : app_rd_data[128 - 1:0];
        end
        else if(skip_read) begin
            ob_we <= 1'b1;
            ob_data <= (dram_addr[0] == 1'b1) ? prev_dram_rd_data[256 - 1 -: 128] : prev_dram_rd_data[128 - 1:0];
        end
        else if(ob_we == 1'b1) begin
            ob_we <= 1'b0;
            ob_data <= 128'b0;
        end
        else begin
            ob_we <= 1'b0;
            ob_data <= 128'b0;
        end
    end
end
endmodule

===== flow/run.sh =====
#!/bin/bash
# OpenROAD 26Q1-2900-gdf79404cd8, Yosys 0.63+post, stock flow scripts
make -C /OpenROAD-flow-scripts/flow DESIGN_CONFIG=/design/flow/config.mk WORK_HOME=/design/flow/orfs finish

===== flow/config.mk =====
export PLATFORM = sky130hd
export DESIGN_NAME = mig_controller
export DESIGN_NICKNAME = mig_controller
export VERILOG_FILES = /design/flow/design.v
export SDC_FILE = /design/flow/constraint.sdc
export NUM_CORES = 4
export LEC_CHECK = 1
export CORE_AREA = 10 10 481 481
export DIE_AREA = 0 0 491 491

===== flow/constraint.sdc =====
current_design mig_controller

set clk_period 30.2
set clk_io_pct 0.2

create_clock -name clk0 -period $clk_period [get_ports {sys_clk}]

set non_clock_inputs [all_inputs -no_clocks]
set_input_delay [expr $clk_period * $clk_io_pct] -clock clk0 $non_clock_inputs
set_output_delay [expr $clk_period * $clk_io_pct] -clock clk0 [all_outputs]

==> reports/qor.yml <==
detailed_routing:
  totalWireLength_um: 121000
  ant_nets: 0
  drt_iter0_drc: 1260
  drcViolationCount: 0
  first_pass_iters: 5
  wire_per_inst_um: 17.7
  avgViaCountPerCell: 3.65
  vias: 24819
cells_and_area:
  final_core_util_pct: 21.4
  areaGrowthSynthToFinish_pct: 45.9
  layoutNonFillerInstCount: 6799
  drive_above_1_share_pct: 8.72
final_timing:
  fin_skew_ns: 0.0397
  fin_crit_ns: 9.12
  slew_viol_final: 0
  tightest_slew_ns: 1.10
  hold_viol: 0
  fmax_ghz: 0.110
  rsz0062_at_grt: "no"
  finalSetupViolCount: 0
  slew_headroom_pct: 26.3
  finalClockPeriodUsage_pct: 30.2
  fin_setup_tns_ns: 0
clock_tree:
  clock-sinks: 858
  cts_setup_buffers: 0
  clk_pin_slew_worst_paths_ns: 0.06
  cts-root-buf: "clkbuf_16"
  ctsHtreeMaxLevel: 3
  clockBufferDepth: 3
  clkLatencyLatePin_ns: 0.74
  hold_buffers: 0
  cts.repair.resized: 0
  numCtsBuffers: 98
  cts_tree: "built"
flow_run:
  cap_violations: 0
  tool_warnings: 135
yosys:
  ys_area_sq_um: 32300
  yosys_warnings: 9
  syn_area_sq_um: 32300
  ys_ff: 858
  yosysSeqAreaShare_pct: 53.1
  edf_count: 0
  synth.avg_cell_area_sq_um: 10.7
  ys_cells: 3023
  syn_inst: 3023
  ys.flop_type: "dfxtp_1"
  async_reset_ff_share_pct: 0
  ys_types: 36
setup_path:
  path_class: "input pin to register"
  end_kind: "register"
  cp.arrival_ns: 9.75
  crit_fanout: 66
  cp_data_required_time_ns: 30.83
  cp-start-kind: "input pin"
grt:
  antenna_found_initial: 28
  grt_usage_pct: 9.62
  grt_overflow: 0
  grt_max_degree: 158
  grt_pass1_wl_um: 174000
  first_global_vias: 24676
floorplan:
  row_count: 172
  die_area_sq_um: 241000
  fp_util_pct: 14.7
  io_pins: 990
  core_sq_um: 220000
  die_y_um: 491
  die_w_um: 491
placement:
  place_congestion: 0.887
  dpl.hpwl_um: 85700
  placed_cells: 6611
  io_buffers: 866
run_status:
  outcome: "completed"
min_path:
  hold_class: "register to register"
pwr:
  vdd_drop_max_mv: 0.0467
  p_leak_uw: 0.0173
  powerDensity_nw_per_um2: 56.6
[layout by cell type, fill, tap and decap left out, types with 2 or more instances in the layout]
cell,netlist,routed
a21oi_1,4,4
nand4_1,6,6
nand2b_1,4,3
clkdlybuf4s50_1,0,863
nor2_2,0,2
buf_4,47,37
inv_16,0,4
nor3_2,0,2
a22oi_1,256,256
inv_6,0,5
buf_12,0,5
clkbuf_1,155,19
clkbuf_16,0,98
conb_1,1,15
clkinv_2,0,9
clkinvlp_4,0,3
clkbuf_8,0,32
o22ai_1,8,8
a22o_1,25,25
a21o_1,2,2
xnor2_1,23,23
mux2i_1,693,693
nand2_1,6,6
bufinv_16,0,6
buf_8,0,3
diode_2,0,10
nand3_1,3,3
o22ai_2,120,120
nor2_1,704,701
dfxtp_1,858,857
[metal layers]
layer	part of all wire [%]	routed length, um	GRT usage (%)	vias to the layer above
li1	-	-	-	12044
met2	47	56500	15.7	832
met3	10	12500	4.59	188
met4	3.5	4260	2.84	30
met5	0.17	205	0	-
met1	39	47200	11.3	11725
[state kept, by name, indices dropped and copies added (netlist names), 2 cells and up]
register,cells
app_addr,25
ob_data,128
ib_data_buf,156
prev_dram_rd_addr,25
prev_dram_rd_data,256
app_wdf_mask,2
app_wdf_data,256
state,4
[synth_stat cells (all sizes together) (2+ instances only)]
cell | number | area (sq um)
nor4 | 2 | 18.8
nand2b | 4 | 25.0
nand3 | 3 | 15.0
nor3 | 3 | 15.0
a22o | 25 | 219
dfxtp | 858 | 17200
a21oi | 4 | 20.0
nor2 | 704 | 2640
mux2i | 693 | 6940
o22ai | 128 | 1550
buf | 137 | 831
nand2 | 6 | 22.5
a22oi | 256 | 1920
clkbuf | 155 | 582
a21o | 2 | 15.0
nand4 | 6 | 37.5
xnor2 | 23 | 201
[report_power, final]
part	internal, uW	switching (uW)	total [uW]
combinational	126	101	227
clock	732	509	1240
sequential	1170	29.0	1200
[worst max-delay path, stage by stage]
cell and delay [ns]:
clkdlybuf4s50_1 0.45, nand2b_1 0.26, nor2_4 0.11, buf_4 0.49, buf_4 0.64, buf_4 0.57
buf_4 0.71, a22oi_1 0.21, nor2_1 0.12
[final cells by class]
type,instances,area (sq um)
Clock inverter,29,413
Tap cell,2958,3700
Fill cell,23507,173000
Sequential cell,858,17200
Timing Repair Buffer,908,9060
Antenna cell,10,25.0
Inverter,2,7.51
Multi-Input combinational cell,1885,13800
Clock buffer,149,2960
[worst paths after layout]
check | startpoint | to | slack [ns] | cells past startpoint
setup reg to reg | ib_data_buf[154] | ob_data[99] | 26.26 | 8
hold / removal | app_cmd[0] | app_cmd[0] | 0.46 | 2
setup / recovery | app_rdy | app_wdf_data[181] | 21.08 | 9
hold reg to reg | app_cmd[0] | app_cmd[0] | 0.46 | 2
[stage by stage]
stage          area [sq um]  total power, uW  hold WS [ns]  setup slack [ns]
4_1_cts               47100             2720         0.459             21.24
6_report              47200             2670         0.458             21.08
2_1_floorplan         32400             1340         0.417             22.89
3_3_place_gp          43800             1450         0.451             20.44
5_1_grt               47200             2790         0.470             20.93
3_5_place_dp          43800             1460         0.450             20.43
[cells by family after synthesis]
group | synth area share (%)
DFF | 53.1
and+or+nand+nor | 8.72
muxes | 21.5
AOI/OAI and AO/OA | 11.6
buffers and inverters | 4.39
xor gates and xnor gates | 0.650
other | 0.0116
No activity file was given, so power comes from the tool's default toggle rates.
