--- flow/design.v ---
module adder_tree_fsm(
    input clk,
    input rstn,
    input start,
    input [128 - 1:0] din,
    output done,
    output [16 - 1:0] dout
);
reg [2 - 1:0] c_state, n_state;
assign state = c_state;
localparam FSM_IDLE = 2'd0;
localparam FSM_RUN  = 2'd1;
localparam FSM_DONE = 2'd2;
always @(posedge clk, negedge rstn) begin
    if(!rstn) begin
        c_state <= FSM_IDLE;
    end
    else begin
        c_state <= n_state;
    end
end
always @(*) begin
    case(c_state)
        FSM_IDLE: begin
            if(start == 1'b1) begin
                n_state = FSM_RUN;
            end
            else begin
                n_state = FSM_IDLE;
            end
        end
        FSM_RUN: begin
            if(stage3_done == 1'b1) begin
                n_state = FSM_DONE;
            end
            else begin
                n_state = FSM_RUN;
            end
        end
        FSM_DONE: begin
            n_state = FSM_IDLE;
        end
        default: begin
            n_state = FSM_IDLE;
        end
    endcase
end
assign dout = (c_state == FSM_DONE) ? stage3 : 16'b0;
assign done = (c_state == FSM_DONE) ? 1'b1 : 1'b0;
reg start_reg;
reg [16 - 1:0] stage1_0, stage1_1, stage1_2, stage1_3;
reg [16 - 1:0] stage2_0, stage2_1;
reg [16 - 1:0] stage3;
reg stage1_done, stage2_done, stage3_done;
always @(posedge clk, negedge rstn) begin
    if(!rstn) begin
        start_reg <= 1'b0;
    end
    else begin
        start_reg <= start;
    end
end
always @(posedge clk, negedge rstn) begin
    if(!rstn) begin
        stage1_0 <= 16'b0;
        stage1_1 <= 16'b0;
        stage1_2 <= 16'b0;
        stage1_3 <= 16'b0;
        stage2_0 <= 16'b0;
        stage2_1 <= 16'b0;
        stage3 <= 16'b0;
        stage1_done <= 1'b0;
        stage2_done <= 1'b0;
        stage3_done <= 1'b0;
    end
    else if(c_state == FSM_RUN) begin
        stage1_0 <= din[15:0] + din[31:16];
        stage1_1 <= din[47:32] + din[63:48];
        stage1_2 <= din[79:64] + din[95:80];
        stage1_3 <= din[111:96] + din[127:112];
        stage1_done <= start_reg;
        stage2_0 <= stage1_0 + stage1_1;
        stage2_1 <= stage1_2 + stage1_3;
        stage2_done <= stage1_done;
        stage3 <= stage2_0 + stage2_1;
        stage3_done <= stage2_done;
    end
end
endmodule
--- flow/run.sh ---
#!/bin/bash
# OpenROAD 26Q1-2900-gdf79404cd8, Yosys 0.63+post, stock flow scripts
make -C /OpenROAD-flow-scripts/flow DESIGN_CONFIG=/design/flow/config.mk WORK_HOME=/design/flow/orfs finish
--- flow/config.mk ---
export PLATFORM = sky130hd
export DESIGN_NAME = adder_tree_fsm
export DESIGN_NICKNAME = adder_tree_fsm
export VERILOG_FILES = /design/flow/design.v
export SDC_FILE = /design/flow/constraint.sdc
export NUM_CORES = 4
export LEC_CHECK = 1
export CORE_UTILIZATION = 50
--- flow/constraint.sdc ---
current_design adder_tree_fsm

set clk_period 8.2
set clk_io_pct 0.2

create_clock -name clk0 -period $clk_period [get_ports {clk}]

set non_clock_inputs [all_inputs -no_clocks]
set_input_delay [expr $clk_period * $clk_io_pct] -clock clk0 $non_clock_inputs
set_output_delay [expr $clk_period * $clk_io_pct] -clock clk0 [all_outputs]
==> qor.yml <==
outcome:
  status: "finished, final reports clean"
timing:
  skew_ps: 9.759
  tightest_slew_ps: 612.3
  setup_viol: 0
  slew_violations: 0
  fin_tns_setup_ps: 0
  hold_viol: 0
  finalCriticalPeriod_ps: 3719
  slew_headroom_pct: 59.18
  fmax_mhz: 268.9
  rsz0062_at_grt: "no"
  period_used_pct: 45.35
clock_network:
  clk_pin_slew_ps: 50
  clock_sinks: 119
  cts_tree: "yes"
  cts_root_buffer: "clkbuf_16"
  ctsResizeCount: 0
  clock_path_buffers: 2
  insertion_delay_ps: 420
  numCtsBuffers: 17
  hold_buffers: 0
  postCtsSetupBuffers: 0
  cts_max_level: 4
setup_path:
  crit_fanout: 5
  cp-end-kind: "flip-flop"
  cp_top_family: "AND-OR/OR-AND gates"
  start_kind: "input pin"
  criticalPathCategory: "input pin to flip-flop"
  crit_chain: "clkdlybuf4s50_1 -> ha_1 -> fa_1 -> a21o_4 -> a31oi_2 -> nor3_2 -> o31a_1 -> o21a_1 -> o31ai_1"
  crit_buf_inv: 1
  cp_slowest_cell: "fa_1"
  cp.arrival_ps: 4040
  worst_ep_required_time_ps: 8520
  critPathMaxStageDelay_ps: 440
pwr:
  power.internal_mw: 2.555
  power_switching_mw: 1.724
  seq_power_share_pct: 26.3
  p_sw_share_pct: 40.29
  peakVddDrop_v: 0.0001670
  p_per_area_nw_per_um2: 364.1
  power.combinational.fraction_pct: 54.8
  power_mw: 4.279
  clockPowerShare_pct: 18.9
  power_leakage_nw: 5.069
die:
  dieArea_sq_um: 19400
  ios: 148
  coreArea_sq_um: 18210
  rows: 49
  fp_util_pct: 51.74
  die_w_um: 139.3
  fp.dieH_um: 139.3
layout:
  fill_cells: 1566
  fin_util_pct: 64.53
  drive_gt1_share_pct: 11.51
  syn_to_final_growth_pct: 24.71
routing:
  drtPass1Iterations: 20
  via_per_inst: 5.691
  dr.first_iter.drc_count: 364
  vias: 7728
  drc: 0
  wirelength_mm: 20.60
  wl_per_cell_um: 15.17
  antennaDiodeCount: 0
  antenna_left: 0
global_routing:
  grt_pass1_vias: 7366
  grt_pass1_wl_mm: 35.55
  grt_overflow: 0
  antenna_found_initial: 0
  grtUsageTotal_pct: 23.03
  grt_max_degree: 54
run:
  log.warning_count: 26
  drv_cap: 0
synth:
  synth_flops: 119
  netlist_area_sq_um: 9422
  yosys_cells: 974
  ff_type: "dfrtp_1"
  ys.warnings.count: 2
  synth_seq_share_pct: 31.62
  ys_chip_area_sq_um: 9422
  synthArstFlopShare_pct: 100.0
  edf_count: 0
  ys_types: 66
  syn_inst: 974
  syn_avg_cell_area_sq_um: 9.673
min_path:
  hold_class: "flip-flop to flip-flop"
placement:
  gp_congestion: 0.9109
  io_buffers: 147
  dp_hpwl_mm: 16.41
worst paths after layout:
path	cells after the start	slack, ps	to	from
worst max-delay path	9	4480	stage1_2[12]	din[64]
worst min-delay path	2	470	stage3[5]	stage3[5]
worst max register to register	8	5680	stage2_0[14]	stage1_1[0]
worst min register to register	2	470	stage3[5]	stage3[5]
max in group asynchronous	2	6160	stage1_3[7]	rstn
min in group asynchronous	1	1120	stage2_0[0]	rstn
worst register-to-register path: stages (launching register included):
cell and delay, ps:
dfrtp_1 450, ha_1 250, fa_1 410, a21o_1 230, a31oi_1 290, nor3_1 130
a31o_1 230, xor2_1 150, mux2_2 260
cell type report:
type / instances / area (sq um) / share of cell area (%)
inverter: 23 / 86.33 / 0.7347
sequential: 119 / 2983 / 25.39
multi-input combinational: 803 / 6241 / 53.11
tap: 229 / 286.5 / 2.439
clock buffer: 19 / 452.9 / 3.855
clock inverter: 13 / 193.9 / 1.651
timing repair buffer: 152 / 1506 / 12.82
placed cells by master (no fill, tap or decap), types with 25 or more instances in the layout:
cell,netlist,layout
ha_1,105,105
nand2_1,58,58
xnor2_1,61,61
o21ai_0,25,25
clkdlybuf4s50_1,0,146
dfrtp_1,118,117
a21o_1,47,47
a21oi_1,96,96
mux2_2,77,77
nor2_1,50,50
synth_stat cells (5+ instances only):
master,number,share of area (%)
a211o_1,9,0.84
a211oi_1,9,0.72
a21o_1,47,3.7
a21oi_1,96,5.1
a221oi_1,5,0.46
a31oi_1,10,0.66
and2_1,23,1.5
and3_1,10,0.66
buf_2,5,0.27
clkbuf_1,22,0.88
dfrtp_1,118,31
fa_1,7,1.5
ha_1,105,14
inv_1,23,0.92
mux2_2,77,9.2
nand2_1,58,2.3
nand3_1,22,1.2
nand3b_1,5,0.40
nand4_1,14,0.93
nor2_1,50,2.0
nor2b_1,10,0.66
nor3_1,9,0.48
o211ai_1,8,0.64
o21a_1,15,1.2
o21ai_0,25,1.3
o21ai_1,13,0.69
o21bai_1,15,1.2
o311ai_0,5,0.46
o31a_1,5,0.46
o31ai_1,11,0.88
xnor2_1,61,5.7
xor2_1,21,2.0
stage by stage:
stage | hold WS, ps | cell area (sq um) | setup slack (ps) | cells
4_1_cts | 473.2 | 11750 | 4486 | 1358
3_5_place_dp | 460.8 | 11100 | 4064 | 1326
6_report | 469.3 | 11750 | 4481 | 1358
3_3_place_gp | 455.7 | 11100 | 4089 | 1326
5_1_grt | 503.5 | 11750 | 4333 | 1358
2_1_floorplan | 434.7 | 9422 | 4655 | 974
power groups by stage:
stage / logic [mW] / registers, mW / clock network (mW)
final: 2.35 / 1.13 / 0.808
after global routing: 2.64 / 1.17 / 0.851
after CTS: 2.34 / 1.13 / 0.821
cells by family after synthesis:
kind of cell / count (synthesis) / synth area share, %
AND-OR/OR-AND: 307 / 21.93
AND/OR/NAND/NOR: 224 / 11.95
flip-flops: 119 / 31.62
adder cells (fa/ha/maj): 112 / 15.43
XOR/XNOR: 82 / 7.623
multiplexers: 78 / 9.309
buffers and inverters: 52 / 2.138
per-layer routing:
metal,up-vias,GRT usage [%],share of wire [%]
met2,185,33.46,43
met4,0,2.105,0.78
met5,-,0,0
met1,3604,37.71,51
li1,3923,-,-
met3,16,4.488,5.5
Power and IR drop assume default switching activity.
